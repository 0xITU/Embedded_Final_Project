File: flow/design.v
module xor_block(input [7:0] data_1,
                 input [7:0] data_2,
                 input clk,
                 input read_strobe,
                 output reg interrupt);
    always @(posedge clk)
        interrupt = (data_1 ^ data_2)&& read_strobe ;  
endmodule
File: flow/run.sh
#!/bin/bash
# OpenROAD 26Q1-2900-gdf79404cd8, Yosys 0.63+post, stock flow scripts
make -C /OpenROAD-flow-scripts/flow DESIGN_CONFIG=/design/flow/config.mk WORK_HOME=/design/flow/orfs finish
File: flow/config.mk
export PLATFORM = sky130hd
export DESIGN_NAME = xor_block
export DESIGN_NICKNAME = xor_block
export VERILOG_FILES = /design/flow/design.v
export SDC_FILE = /design/flow/constraint.sdc
export NUM_CORES = 4
export LEC_CHECK = 1
export CORE_AREA = 10 10 70 70
export DIE_AREA = 0 0 80 80
File: flow/constraint.sdc
current_design xor_block

set clk_period 1.4
set clk_io_pct 0.2

create_clock -name clk0 -period $clk_period [get_ports {clk}]

set non_clock_inputs [all_inputs -no_clocks]
set_input_delay [expr $clk_period * $clk_io_pct] -clock clk0 $non_clock_inputs
set_output_delay [expr $clk_period * $clk_io_pct] -clock clk0 [all_outputs]
==> run summary <==
flow finished, numbers: DRT antenna net count=0, vias in the first global route=185, leakage power=0.000135 µW, HP Class=input port to register, slew margin rel.=85.1%, max_cap viols=0, Slew Limit Fails=0, worst path cell trace=clkdlybuf4s50_1, xor2_1, nor4_1, a21boi_1, Post-CTS Resized=10, largest net degree at the start of global routing=2, Post-CTS Setup Inserts=0, Worst-path clk slew=0 ns, Max Fanout on Critical Path=1, Die Footprint=0.00640 mm², main area contributors after synthesis=xor2_1 (64%), dfxtp_1 (18%), nor4_1 (11%), a21boi_1 (6.8%), final hold slack=0.846 ns, post-synth top area cell=xor2_1, worst vdd ir=120 µV, DR top layer=met3, CP endpoint kind=register, Die Y=80 µm, Reg area=20.0 µm², routed len/inst=7.05 µm, Iteration-0 DRC Markers=0, Pint=80.8 µW, Syn Area/Cell=9.18 µm², drc violations=0, sequential power share=30.3%, grt ovf=0, Final Hold Viols=0, # placed instances=77, Post-synth seq share=18.2%, Antenna Cells=0, synth-to-layout area growth=226%, CP arrival=1.20 ns, Area leader share=63.6%, min Tclk post-route=1.33 ns, ys flops=1, YS chip area=110 µm², worst slew pin tran=0.222 ns, Fmax=0.750 GHz, crit path buf inv count=1, number of flip-flops in the largest register=1, Logic pwr share=69.7%, Netlist cell types=4, family with the most delay on the worst path=buffers and inverters, total track usage=1.67%, Mapped Cells=12, # IOs=19, Pre-Place Util=3.22%, outcome=complete, no violations, Final Cycle Share=95.3%, endpoints failing setup=0, clock power share=0%, Combinational Area=104 µm², M1 WL=222 µm, routed wire length on met2=235 µm, RSZ-0062 raised after global routing=false, Via-to-Cell Ratio=2.01, crit path DRT=1.27 ns, Net Sw Frac=21.5%, fin cells=77, Post-DP HPWL=551 µm, FP Rows=21, cells in synth_stat.txt=12, total power=103 µW, Synth warnings=1, share of post-route cells with drive strength above 1=9.68%, first-pass GRT wire length=855 µm, Tool Warnings=28, DRT Pass-1 Iters=1, area of the mapped netlist=110 µm², Vias=155, core area=0.00342 mm², Crit Path Class=input port to register, DR WL met3=85 µm, slowest CP cell=clkdlybuf4s50_1, Filler Cell Count=411, Post-Route WL=543 µm, most frequent cells in the layout=clkdlybuf4s50_1 (10), dlygate4sd2_1 (8), xor2_1 (7), sw power=22.1 µW, Buffers on Ports=18, CP Launch Type=input port, Die X=80 µm, final setup TNS=0 ns, hold_buf cts=0, P per Cell Area=287 mW/mm², Worst path max stage delay=0.41 ns, initial antenna violation count=0, GP Congestion=0.595, Commonest Layout Cell=clkdlybuf4s50_1, fin util=10.5%
-- cells in the mapped netlist (all sizes together) --
cell,count
xor2,8
a21boi,1
dfxtp,1
nor4,2
-- cells by family (layout without fill, tap and decap cells) --
family	Yosys count	in the layout	share of synthesized area [%]
AOI/OAI and AO/OA	1	1	6.82
xor gates and xnor gates	8	8	63.6
buffers and inverters	0	19	0
DFF	1	1	18.2
and+or+nand+nor	2	2	11.4
-- power by group through the flow --
| stage | logic (µW) | clock network (µW) | registers (µW) |
|---|---|---|---|
| CTS | 74.1 | 0 | 31.2 |
| global route | 79.3 | 0 | 31.4 |
| finish | 71.7 | 0 | 31.2 |
-- worst paths after layout --
path   startpoint        end  slack, ns  cells past startpoint
max     data_2[1]  interrupt       0.07                      4
min   read_strobe  interrupt       0.85                      2
-- area by class of cell --
| cell class | instances | share of cell area (%) |
|---|---|---|
| timing repair buffer | 19 | 49.5 |
| tap | 46 | 16.0 |
| multi-input combinational | 11 | 28.9 |
| sequential | 1 | 5.57 |
-- through the flow --
step                worst slack [ns]  cell area [µm²]
floorplan                      0.525              110
detailed placement            -0.171              355
CTS                           0.0508              359
global route                 0.00235              359
global placement              -0.150              355
finish                        0.0658              359
-- layer usage --
layer	vias to the layer above	GRT usage, %
li1	78	-
met1	65	2.05
met2	12	2.57
met3	0	1.02
met4	0	0
met5	-	0
Power figures rest on the tool's default switching activity, not on a simulated workload.
